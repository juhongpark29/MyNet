File: config.mk
export PLATFORM = sky130hd
export DESIGN_NAME = Layer_3
export DESIGN_NICKNAME = Layer_3
export VERILOG_FILES = /design/flow/design.v
export SDC_FILE = /design/flow/constraint.sdc
export NUM_CORES = 4
export LEC_CHECK = 1
export CORE_AREA = 10 10 179 179
export DIE_AREA = 0 0 189 189
export SYNTH_HDL_FRONTEND = slang
export SYNTH_MEMORY_MAX_BITS = 65536
File: constraint.sdc
current_design Layer_3

set clk_period 1.6
set clk_io_pct 0.2

create_clock -name clk0 -period $clk_period [get_ports {clk}]

set non_clock_inputs [all_inputs -no_clocks]
set_input_delay [expr $clk_period * $clk_io_pct] -clock clk0 $non_clock_inputs
set_output_delay [expr $clk_period * $clk_io_pct] -clock clk0 [all_outputs]
File: design.v
module Layer_3 #(parameter NN = 10,numWeight=30,dataWidth=16,layerNum=3,sigmoidSize=10,weightIntWidth=4,actType="relu")
    (
    input           clk,
    input           rst,
    input           weightValid,
    input           biasValid,
    input [31:0]    weightValue,
    input [31:0]    biasValue,
    input [31:0]    config_layer_num,
    input [31:0]    config_neuron_num,
    input           x_valid,
    input [dataWidth-1:0]    x_in,
    output [NN-1:0]     o_valid,
    output [NN*dataWidth-1:0]  x_out
    );
neuron #(.numWeight(numWeight),.layerNo(layerNum),.neuronNo(0),.dataWidth(dataWidth),.sigmoidSize(sigmoidSize),.weightIntWidth(weightIntWidth),.actType(actType),.weightFile("w_3_0.mif"),.biasFile("b_3_0.mif"))n_0(
        .clk(clk),
        .rst(rst),
        .myinput(x_in),
        .weightValid(weightValid),
        .biasValid(biasValid),
        .weightValue(weightValue),
        .biasValue(biasValue),
        .config_layer_num(config_layer_num),
        .config_neuron_num(config_neuron_num),
        .myinputValid(x_valid),
        .out(x_out[0*dataWidth+:dataWidth]),
        .outvalid(o_valid[0])
        );
neuron #(.numWeight(numWeight),.layerNo(layerNum),.neuronNo(1),.dataWidth(dataWidth),.sigmoidSize(sigmoidSize),.weightIntWidth(weightIntWidth),.actType(actType),.weightFile("w_3_1.mif"),.biasFile("b_3_1.mif"))n_1(
        .clk(clk),
        .rst(rst),
        .myinput(x_in),
        .weightValid(weightValid),
        .biasValid(biasValid),
        .weightValue(weightValue),
        .biasValue(biasValue),
        .config_layer_num(config_layer_num),
        .config_neuron_num(config_neuron_num),
        .myinputValid(x_valid),
        .out(x_out[1*dataWidth+:dataWidth]),
        .outvalid(o_valid[1])
        );
neuron #(.numWeight(numWeight),.layerNo(layerNum),.neuronNo(2),.dataWidth(dataWidth),.sigmoidSize(sigmoidSize),.weightIntWidth(weightIntWidth),.actType(actType),.weightFile("w_3_2.mif"),.biasFile("b_3_2.mif"))n_2(
        .clk(clk),
        .rst(rst),
        .myinput(x_in),
        .weightValid(weightValid),
        .biasValid(biasValid),
        .weightValue(weightValue),
        .biasValue(biasValue),
        .config_layer_num(config_layer_num),
        .config_neuron_num(config_neuron_num),
        .myinputValid(x_valid),
        .out(x_out[2*dataWidth+:dataWidth]),
        .outvalid(o_valid[2])
        );
neuron #(.numWeight(numWeight),.layerNo(layerNum),.neuronNo(3),.dataWidth(dataWidth),.sigmoidSize(sigmoidSize),.weightIntWidth(weightIntWidth),.actType(actType),.weightFile("w_3_3.mif"),.biasFile("b_3_3.mif"))n_3(
        .clk(clk),
        .rst(rst),
        .myinput(x_in),
        .weightValid(weightValid),
        .biasValid(biasValid),
        .weightValue(weightValue),
        .biasValue(biasValue),
        .config_layer_num(config_layer_num),
        .config_neuron_num(config_neuron_num),
        .myinputValid(x_valid),
        .out(x_out[3*dataWidth+:dataWidth]),
        .outvalid(o_valid[3])
        );
neuron #(.numWeight(numWeight),.layerNo(layerNum),.neuronNo(4),.dataWidth(dataWidth),.sigmoidSize(sigmoidSize),.weightIntWidth(weightIntWidth),.actType(actType),.weightFile("w_3_4.mif"),.biasFile("b_3_4.mif"))n_4(
        .clk(clk),
        .rst(rst),
        .myinput(x_in),
        .weightValid(weightValid),
        .biasValid(biasValid),
        .weightValue(weightValue),
        .biasValue(biasValue),
        .config_layer_num(config_layer_num),
        .config_neuron_num(config_neuron_num),
        .myinputValid(x_valid),
        .out(x_out[4*dataWidth+:dataWidth]),
        .outvalid(o_valid[4])
        );
neuron #(.numWeight(numWeight),.layerNo(layerNum),.neuronNo(5),.dataWidth(dataWidth),.sigmoidSize(sigmoidSize),.weightIntWidth(weightIntWidth),.actType(actType),.weightFile("w_3_5.mif"),.biasFile("b_3_5.mif"))n_5(
        .clk(clk),
        .rst(rst),
        .myinput(x_in),
        .weightValid(weightValid),
        .biasValid(biasValid),
        .weightValue(weightValue),
        .biasValue(biasValue),
        .config_layer_num(config_layer_num),
        .config_neuron_num(config_neuron_num),
        .myinputValid(x_valid),
        .out(x_out[5*dataWidth+:dataWidth]),
        .outvalid(o_valid[5])
        );
neuron #(.numWeight(numWeight),.layerNo(layerNum),.neuronNo(6),.dataWidth(dataWidth),.sigmoidSize(sigmoidSize),.weightIntWidth(weightIntWidth),.actType(actType),.weightFile("w_3_6.mif"),.biasFile("b_3_6.mif"))n_6(
        .clk(clk),
        .rst(rst),
        .myinput(x_in),
        .weightValid(weightValid),
        .biasValid(biasValid),
        .weightValue(weightValue),
        .biasValue(biasValue),
        .config_layer_num(config_layer_num),
        .config_neuron_num(config_neuron_num),
        .myinputValid(x_valid),
        .out(x_out[6*dataWidth+:dataWidth]),
        .outvalid(o_valid[6])
        );
neuron #(.numWeight(numWeight),.layerNo(layerNum),.neuronNo(7),.dataWidth(dataWidth),.sigmoidSize(sigmoidSize),.weightIntWidth(weightIntWidth),.actType(actType),.weightFile("w_3_7.mif"),.biasFile("b_3_7.mif"))n_7(
        .clk(clk),
        .rst(rst),
        .myinput(x_in),
        .weightValid(weightValid),
        .biasValid(biasValid),
        .weightValue(weightValue),
        .biasValue(biasValue),
        .config_layer_num(config_layer_num),
        .config_neuron_num(config_neuron_num),
        .myinputValid(x_valid),
        .out(x_out[7*dataWidth+:dataWidth]),
        .outvalid(o_valid[7])
        );
neuron #(.numWeight(numWeight),.layerNo(layerNum),.neuronNo(8),.dataWidth(dataWidth),.sigmoidSize(sigmoidSize),.weightIntWidth(weightIntWidth),.actType(actType),.weightFile("w_3_8.mif"),.biasFile("b_3_8.mif"))n_8(
        .clk(clk),
        .rst(rst),
        .myinput(x_in),
        .weightValid(weightValid),
        .biasValid(biasValid),
        .weightValue(weightValue),
        .biasValue(biasValue),
        .config_layer_num(config_layer_num),
        .config_neuron_num(config_neuron_num),
        .myinputValid(x_valid),
        .out(x_out[8*dataWidth+:dataWidth]),
        .outvalid(o_valid[8])
        );
neuron #(.numWeight(numWeight),.layerNo(layerNum),.neuronNo(9),.dataWidth(dataWidth),.sigmoidSize(sigmoidSize),.weightIntWidth(weightIntWidth),.actType(actType),.weightFile("w_3_9.mif"),.biasFile("b_3_9.mif"))n_9(
        .clk(clk),
        .rst(rst),
        .myinput(x_in),
        .weightValid(weightValid),
        .biasValid(biasValid),
        .weightValue(weightValue),
        .biasValue(biasValue),
        .config_layer_num(config_layer_num),
        .config_neuron_num(config_neuron_num),
        .myinputValid(x_valid),
        .out(x_out[9*dataWidth+:dataWidth]),
        .outvalid(o_valid[9])
        );
endmodule
`timescale 1ns / 1ps
module Weight_Memory #(parameter numWeight = 3, neuronNo=5,layerNo=1,addressWidth=10,dataWidth=16,weightFile="w_1_15.mif") 
    ( 
    input clk,
    input wen,
    input ren,
    input [addressWidth-1:0] wadd,
    input [addressWidth-1:0] radd,
    input [dataWidth-1:0] win,
    output reg [dataWidth-1:0] wout);
    reg [dataWidth-1:0] mem [numWeight-1:0];
        initial
		begin
	        $readmemb(weightFile, mem);
	    end
    always @(posedge clk)
    begin
        if (ren)
        begin
            wout <= mem[radd];
        end
    end 
endmodule
`timescale 1ns / 1ps
module neuron #(parameter layerNo=0,neuronNo=0,numWeight=784,dataWidth=16,sigmoidSize=5,weightIntWidth=1,
                actType="relu",biasFile="",weightFile="")(
    input           clk,
    input           rst,
    input [dataWidth-1:0]    myinput,
    input           myinputValid,
    input           weightValid,
    input           biasValid,
    input [31:0]    weightValue,
    input [31:0]    biasValue,
    input [31:0]    config_layer_num,
    input [31:0]    config_neuron_num,
    output[dataWidth-1:0]    out,
    output reg      outvalid   
    );
    parameter addressWidth = $clog2(numWeight);
    parameter IntWidthExtend = addressWidth;
    reg         wen;
    wire        ren;
    reg [addressWidth-1:0] w_addr;
    reg [addressWidth:0]   r_addr; 
    reg [dataWidth-1:0]  w_in;
    wire signed [dataWidth-1:0] w_out;
    reg signed [2*dataWidth-1:0]  mul; 
    reg signed [2*dataWidth-1+IntWidthExtend:0]  sum;
    reg signed [2*dataWidth-1:0]  bias;
    reg [31:0]    biasReg[0:0];
    reg         weight_valid;
    reg         mult_valid;
    wire        mux_valid;
    reg         sigValid; 
    wire signed [2*dataWidth-1+IntWidthExtend:0] comboAdd;
    wire signed [2*dataWidth-1+IntWidthExtend:0] BiasAdd;
    reg  signed [dataWidth-1:0] myinputd;
    reg muxValid_d;
    reg muxValid_f;
    reg addr=0;
    always @(posedge clk)
    begin
        if(rst)
        begin
            w_addr <= {addressWidth{1'b1}};
            wen <=0;
        end
        else if(weightValid & (config_layer_num==layerNo) & (config_neuron_num==neuronNo))
        begin
            w_in <= weightValue;
            w_addr <= w_addr + 1;
            wen <= 1;
        end
        else
            wen <= 0;
    end
    assign mux_valid = mult_valid;
    assign comboAdd = mul + sum;
    assign BiasAdd = bias + sum;
    assign ren = myinputValid;
		initial
		begin
			$readmemb(biasFile,biasReg);
		end
		always @(posedge clk)
		begin
            bias <= {biasReg[addr][dataWidth-1:0],{dataWidth{1'b0}}};
        end
    always @(posedge clk)
    begin
        if(rst|outvalid)
            r_addr <= 0;
        else if(myinputValid)
            r_addr <= r_addr + 1;
    end
    always @(posedge clk)
    begin
        mul  <= myinputd * w_out;
    end
    always @(posedge clk)
    begin
        if(rst|outvalid)
            sum <= 0;
        else if((r_addr == numWeight) & muxValid_f) sum <= BiasAdd; 
        else if(mux_valid) sum <= comboAdd;
    end
    always @(posedge clk)
    begin
        myinputd <= myinput;
        weight_valid <= myinputValid;
        mult_valid <= weight_valid;
        sigValid <= ((r_addr == numWeight) & muxValid_f) ? 1'b1 : 1'b0;
        outvalid <= sigValid;
        muxValid_d <= mux_valid;
        muxValid_f <= !mux_valid & muxValid_d;
    end
    Weight_Memory #(.numWeight(numWeight),.neuronNo(neuronNo),.layerNo(layerNo),.addressWidth(addressWidth),
                    .dataWidth(dataWidth),.weightFile(weightFile)) 
    WM(
        .clk(clk),
        .wen(wen),
        .ren(ren),
        .wadd(w_addr),
        .radd(r_addr),
        .win(w_in),
        .wout(w_out)
    );
	generate
		if(actType == "sigmoid")
		begin:siginst
			Sig_ROM #(.inWidth(sigmoidSize),.dataWidth(dataWidth)) s1(
			.clk(clk),
			.x(sum[2*dataWidth-1-:sigmoidSize]),
			.out(out)
		);
		end
		else
		begin:ReLUinst
		  wire signed [2*dataWidth-1:0] sum_temp;
		  assign sum_temp = sum[2*dataWidth-1:0];
			ReLU #(.dataWidth(dataWidth),.weightIntWidth(weightIntWidth),.IntWidthExtend(IntWidthExtend)) s1 (
			.clk(clk),
			.x(sum),
			.out(out)
		);
		end
	endgenerate
endmodule
module ReLU  #(parameter dataWidth=16,weightIntWidth=4,IntWidthExtend=10) (
    input           clk,
    input   [2*dataWidth+IntWidthExtend-1:0]   x,
    output  reg [dataWidth-1:0]  out
);
always @(posedge clk)
begin
    if($signed(x) >= 0) begin
        if(|x[$left(x)-:weightIntWidth+IntWidthExtend+1])  
            out <= {1'b0,{(dataWidth-1){1'b1}}};  
        else
            out <= x[2*dataWidth-weightIntWidth-1-:dataWidth];  
    end
    else
        out <= 0;      
end
endmodule
File: run.sh
#!/bin/bash
# OpenROAD 26Q1-2900-gdf79404cd8, Yosys 0.63+post, stock flow scripts
make -C /OpenROAD-flow-scripts/flow DESIGN_CONFIG=/design/flow/config.mk WORK_HOME=/design/flow/orfs finish
==> job_summary.md <==
## Synthesis and layout report

| Metric | Value |
|---|---|
| Design Power | 4.45 mW |
| Final critical-path required period | 1490 ps |
| Hold-fix buffer count after cts | 0 |
| Post-synthesis simple-gate area fraction | 14.9% |
| Final RePlAce weighted congestion | 0.743 |
| Critical path cell sequence | clkdlybuf4s50_1 |
| Setup slack of the worst register-to-register path | 440 ps |
| Clock insertion delay at the later pin of the skew report | 330 ps |
| Fraction of the yosys area taken by sequential cells | 37.0% |
| CTS clock-pin slew for the worst setup and hold paths | 60 ps |
| Reg-to-reg startpoint | n_3.r_addr[0] |
| Leading area contributor after synthesis | sky130_fd_sc_hd__dfxtp_1 |
| Xor-xnor portion of the synthesized cell area | 7.72% |
| Endpoint of the worst hold path | n_4.outvalid |
| Highest Signal Layer | met4 |
| Global-route usage over all layers | 3.90% |
| Detailed route wirelength on metal2 | 3180 um |
| Worst reg2reg endpoint | n_3.r_addr[5] |
| DRC viols | 0 |
| CP required | 1280 ps |
| Pin count of the biggest net entering global routing | 17 |
| Maximum ir drop on the vdd rail | 0.458 mV |
| Fin Setup TNS | 0 ps |
| CTS tree | built |
| Post-synth EDFFs | 0 |
| Number of gates resized after CTS | 0 |
| I/O Buffers | 12 |
| Sequential cell area | 0.00168 mm^2 |
| Chip height | 189 um |
| Post-CTS Repair Setup Buffers | 0 |
| Number of global-route vias before repair | 2714 |
| Number of max-capacitance violations reported | 0 |
| Detailed-route vias per instance | 2.89 |
| X dimension of the die | 189 um |
| Yosys warnings | 0 |
| Endpoint class of the critical path | output port |
| Final count of negative-setup-slack endpoints | 0 |
| Total cells reported by yosys after synthesis | 505 |
| Syn avg cell area | 8.99 um^2 |
| FF+latch count, synth | 84 |
| Worst Min Path Start | n_4.sigValid |
| Category of the worst setup path launch point | register |
| Tightest Hold Check Type | register to register |
| Total of fill cells in the finished design | 3137 |
| Row cnt | 61 |
| Final Max Slew Viols | 0 |
| Biggest cell delay along the critical path | 520 ps |
| Final antenna diode count | 0 |
| Total number of clock tree sinks | 84 |
| Die Footprint | 0.0357 mm^2 |
| Global-route wire length before repair | 12100 um |
| Remaining global-route overflow | 0 |
| Mean routed wirelength per cell | 8.44 um |
| Met1 Routed Length | 3770 um |
| Final Cycle Share | 93.4% |
| Area fraction in mux cells | 0% |
| Start-to-end type of the worst setup path | register to output port |
| Number of distinct library cell variants in the gate-level netlist after synthesis | 25 |
| Metal3 WL | 465 um |
| Root Driver | sky130_fd_sc_hd__clkbuf_16 |
| Dominant kind of combinational cell | buffers and inverters |
| Number of cells on the worst reg-to-reg path | 3 |
| Maximum root-to-sink buffer count | 2 |
| Post-synthesis compound-gate area fraction | 3.86% |
| Most numerous cell types in the synthesized netlist | sky130_fd_sc_hd__buf_4, sky130_fd_sc_hd__dfxtp_1, sky130_fd_sc_hd__nor2_1 |
| Top cell type by instance count after synthesis | sky130_fd_sc_hd__buf_4 |
| Cell count after synthesis | 505 |
| Number of cells on the worst hold path | 0 |
| Largest fanout on the critical path | 2 |
| IO Count | 319 |
| CTS buffer count | 9 |
| Area fraction in full adders, half adders and majority gates | 5.51% |
| Post-route antenna net violation count | 0 |
| Final tally of hold violations | 0 |
| Prevailing post-synth register cell | sky130_fd_sc_hd__dfxtp_1 |
| Post-synthesis async set-or-reset flop share | 0% |
| Area of combinational cells with multiple inputs | 0.00205 mm^2 |
| Reported leakage power | 1.98 nW |
| Drt first-iter violations | 117 |
| Number of antenna violations at the first check in global routing | 0 |
| Cell type of the slowest stage on the worst timing path | sky130_fd_sc_hd__clkdlybuf4s50_1 |
| Setup repair after global routing missed its margin | false |
| Post-synth top area share | 37.0% |
| Share of cells above drive strength 1 | 8.14% |
| Post-synth area from yosys stat | 0.00454 mm^2 |
| Vias after detailed routing | 2586 |
| Wire length after detailed routing | 7550 um |
| Fp_density | 16.2% |
| Pre-antenna DRT Iters | 4 |
| Outcome | finished clean |
| Mapped cell area | 0.00454 mm^2 |
| Worst Path Arrival | 1170 ps |
| H-tree Lvls | 3 |
| Achievable frequency | 669 MHz |
| Ratio of total power to cell area | 936 mW/mm^2 |
| CORE AREA | 0.0280 mm^2 |
| Biggest area cells | sky130_fd_sc_hd__dfxtp_1, sky130_fd_sc_hd__buf_4, sky130_fd_sc_hd__xor2_1, sky130_fd_sc_hd__ha_1, sky130_fd_sc_hd__nor2_1 |
| Tool Warnings | 181 |
| Layout overhead on the synthesized area | 4.63% |
| Dpl hpwl | 5720 um |
| Worst clock skew | 8.04 ps |
| Count of buffering cells on the critical path with inverters included | 1 |
| Kind of cell adding the most delay to the critical path | buffers and inverters |
flip-flops by register name (all words and copies together) (netlist names), 6 cells and up:
| name | cells |
|---|---|
| n_7.r_addr | 6 |
| n_2.r_addr | 6 |
| n_1.r_addr | 6 |
| n_3.r_addr | 6 |
| n_4.r_addr | 6 |
| n_8.r_addr | 6 |
| n_9.r_addr | 6 |
| n_5.r_addr | 6 |
| n_0.r_addr | 6 |
| n_6.r_addr | 6 |
worst max-delay path by stage:
stage / startpoint / endpoint / slack [ps] / cells past startpoint
final: n_5.outvalid / o_valid[5] / 110 / 1
after global routing: n_1.outvalid / o_valid[1] / 60 / 1
after CTS: n_5.outvalid / o_valid[5] / 50 / 1
kinds of logic (layout without fill, tap and decap cells):
logic type      Yosys count  in the layout
buf+inv                 198             50
fa+ha+maj                20             20
flops                    84             84
xor+xnor                 40             40
simple gates            132            132
compound gates           30             30
other cells               1            160
per-stage QoR:
stage	cell area, um^2	hold slack, ps	worst slack, ps	instances	utilization [%]
after global placement	4460	311	-3.35	878	15.9
final	4750	326	106	894	17.0
after detailed placement	4460	313	-7.04	878	15.9
after CTS	4750	329	48.3	894	17.0
after floorplan	5140	310	423	664	-
after global routing	4750	332	57.9	894	17.0
layer usage:
layer  track usage (%)  vias to the layer above
met5                 0                        -
met4             0.672                        0
met3              1.08                        8
met2              5.92                      135
met1              5.50                     1127
li1                  -                     1316
report_power, final:
part,internal (mW),switching [mW]
Clock,1.11,0.846
Sequential,2.15,0.0738
Combinational,0.112,0.151
Total,3.38,1.07
layout by cell type (no fill, tap or decap), types with 11 or more instances in the layout:
cell type,instances
sky130_fd_sc_hd__nand4_1,20
sky130_fd_sc_hd__clkdlybuf4s50_1,11
sky130_fd_sc_hd__xor2_1,30
sky130_fd_sc_hd__nand2_1,20
sky130_fd_sc_hd__conb_1,160
sky130_fd_sc_hd__dfxtp_1,84
sky130_fd_sc_hd__buf_4,11
sky130_fd_sc_hd__nor2_1,56
sky130_fd_sc_hd__ha_1,20
final cells by class:
| cell class | instances | area share, % |
|---|---|---|
| clock inverter | 6 | 0.975 |
| timing repair buffer | 24 | 4.58 |
| inverter | 10 | 0.790 |
| multi-input combinational | 382 | 43.3 |
| tap | 378 | 9.96 |
| clock buffer | 10 | 5.03 |
| sequential | 84 | 35.4 |
Power is estimated from default activity; no workload was simulated.
