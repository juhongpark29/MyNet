`flow/config.mk`:
```
export PLATFORM = sky130hd
export DESIGN_NAME = Layer_4
export DESIGN_NICKNAME = Layer_4
export VERILOG_FILES = /design/flow/design.v
export SDC_FILE = /design/flow/constraint.sdc
export NUM_CORES = 4
export LEC_CHECK = 1
export CORE_AREA = 10 10 131 131
export DIE_AREA = 0 0 141 141
export SYNTH_HDL_FRONTEND = slang
```
`flow/constraint.sdc`:
```
current_design Layer_4

set clk_period 1.3
set clk_io_pct 0.2

create_clock -name clk0 -period $clk_period [get_ports {clk}]

set non_clock_inputs [all_inputs -no_clocks]
set_input_delay [expr $clk_period * $clk_io_pct] -clock clk0 $non_clock_inputs
set_output_delay [expr $clk_period * $clk_io_pct] -clock clk0 [all_outputs]
```
`flow/design.v`:
```
module Layer_4 #(parameter NN = 10,numWeight=10,dataWidth=16,layerNum=4,sigmoidSize=10,weightIntWidth=4,actType="relu")
    (
    input           clk,
    input           rst,
    input           weightValid,
    input           biasValid,
    input [31:0]    weightValue,
    input [31:0]    biasValue,
    input [31:0]    config_layer_num,
    input [31:0]    config_neuron_num,
    input           x_valid,
    input [dataWidth-1:0]    x_in,
    output [NN-1:0]     o_valid,
    output [NN*dataWidth-1:0]  x_out
    );
neuron #(.numWeight(numWeight),.layerNo(layerNum),.neuronNo(0),.dataWidth(dataWidth),.sigmoidSize(sigmoidSize),.weightIntWidth(weightIntWidth),.actType(actType),.weightFile("w_4_0.mif"),.biasFile("b_4_0.mif"))n_0(
        .clk(clk),
        .rst(rst),
        .myinput(x_in),
        .weightValid(weightValid),
        .biasValid(biasValid),
        .weightValue(weightValue),
        .biasValue(biasValue),
        .config_layer_num(config_layer_num),
        .config_neuron_num(config_neuron_num),
        .myinputValid(x_valid),
        .out(x_out[0*dataWidth+:dataWidth]),
        .outvalid(o_valid[0])
        );
neuron #(.numWeight(numWeight),.layerNo(layerNum),.neuronNo(1),.dataWidth(dataWidth),.sigmoidSize(sigmoidSize),.weightIntWidth(weightIntWidth),.actType(actType),.weightFile("w_4_1.mif"),.biasFile("b_4_1.mif"))n_1(
        .clk(clk),
        .rst(rst),
        .myinput(x_in),
        .weightValid(weightValid),
        .biasValid(biasValid),
        .weightValue(weightValue),
        .biasValue(biasValue),
        .config_layer_num(config_layer_num),
        .config_neuron_num(config_neuron_num),
        .myinputValid(x_valid),
        .out(x_out[1*dataWidth+:dataWidth]),
        .outvalid(o_valid[1])
        );
neuron #(.numWeight(numWeight),.layerNo(layerNum),.neuronNo(2),.dataWidth(dataWidth),.sigmoidSize(sigmoidSize),.weightIntWidth(weightIntWidth),.actType(actType),.weightFile("w_4_2.mif"),.biasFile("b_4_2.mif"))n_2(
        .clk(clk),
        .rst(rst),
        .myinput(x_in),
        .weightValid(weightValid),
        .biasValid(biasValid),
        .weightValue(weightValue),
        .biasValue(biasValue),
        .config_layer_num(config_layer_num),
        .config_neuron_num(config_neuron_num),
        .myinputValid(x_valid),
        .out(x_out[2*dataWidth+:dataWidth]),
        .outvalid(o_valid[2])
        );
neuron #(.numWeight(numWeight),.layerNo(layerNum),.neuronNo(3),.dataWidth(dataWidth),.sigmoidSize(sigmoidSize),.weightIntWidth(weightIntWidth),.actType(actType),.weightFile("w_4_3.mif"),.biasFile("b_4_3.mif"))n_3(
        .clk(clk),
        .rst(rst),
        .myinput(x_in),
        .weightValid(weightValid),
        .biasValid(biasValid),
        .weightValue(weightValue),
        .biasValue(biasValue),
        .config_layer_num(config_layer_num),
        .config_neuron_num(config_neuron_num),
        .myinputValid(x_valid),
        .out(x_out[3*dataWidth+:dataWidth]),
        .outvalid(o_valid[3])
        );
neuron #(.numWeight(numWeight),.layerNo(layerNum),.neuronNo(4),.dataWidth(dataWidth),.sigmoidSize(sigmoidSize),.weightIntWidth(weightIntWidth),.actType(actType),.weightFile("w_4_4.mif"),.biasFile("b_4_4.mif"))n_4(
        .clk(clk),
        .rst(rst),
        .myinput(x_in),
        .weightValid(weightValid),
        .biasValid(biasValid),
        .weightValue(weightValue),
        .biasValue(biasValue),
        .config_layer_num(config_layer_num),
        .config_neuron_num(config_neuron_num),
        .myinputValid(x_valid),
        .out(x_out[4*dataWidth+:dataWidth]),
        .outvalid(o_valid[4])
        );
neuron #(.numWeight(numWeight),.layerNo(layerNum),.neuronNo(5),.dataWidth(dataWidth),.sigmoidSize(sigmoidSize),.weightIntWidth(weightIntWidth),.actType(actType),.weightFile("w_4_5.mif"),.biasFile("b_4_5.mif"))n_5(
        .clk(clk),
        .rst(rst),
        .myinput(x_in),
        .weightValid(weightValid),
        .biasValid(biasValid),
        .weightValue(weightValue),
        .biasValue(biasValue),
        .config_layer_num(config_layer_num),
        .config_neuron_num(config_neuron_num),
        .myinputValid(x_valid),
        .out(x_out[5*dataWidth+:dataWidth]),
        .outvalid(o_valid[5])
        );
neuron #(.numWeight(numWeight),.layerNo(layerNum),.neuronNo(6),.dataWidth(dataWidth),.sigmoidSize(sigmoidSize),.weightIntWidth(weightIntWidth),.actType(actType),.weightFile("w_4_6.mif"),.biasFile("b_4_6.mif"))n_6(
        .clk(clk),
        .rst(rst),
        .myinput(x_in),
        .weightValid(weightValid),
        .biasValid(biasValid),
        .weightValue(weightValue),
        .biasValue(biasValue),
        .config_layer_num(config_layer_num),
        .config_neuron_num(config_neuron_num),
        .myinputValid(x_valid),
        .out(x_out[6*dataWidth+:dataWidth]),
        .outvalid(o_valid[6])
        );
neuron #(.numWeight(numWeight),.layerNo(layerNum),.neuronNo(7),.dataWidth(dataWidth),.sigmoidSize(sigmoidSize),.weightIntWidth(weightIntWidth),.actType(actType),.weightFile("w_4_7.mif"),.biasFile("b_4_7.mif"))n_7(
        .clk(clk),
        .rst(rst),
        .myinput(x_in),
        .weightValid(weightValid),
        .biasValid(biasValid),
        .weightValue(weightValue),
        .biasValue(biasValue),
        .config_layer_num(config_layer_num),
        .config_neuron_num(config_neuron_num),
        .myinputValid(x_valid),
        .out(x_out[7*dataWidth+:dataWidth]),
        .outvalid(o_valid[7])
        );
neuron #(.numWeight(numWeight),.layerNo(layerNum),.neuronNo(8),.dataWidth(dataWidth),.sigmoidSize(sigmoidSize),.weightIntWidth(weightIntWidth),.actType(actType),.weightFile("w_4_8.mif"),.biasFile("b_4_8.mif"))n_8(
        .clk(clk),
        .rst(rst),
        .myinput(x_in),
        .weightValid(weightValid),
        .biasValid(biasValid),
        .weightValue(weightValue),
        .biasValue(biasValue),
        .config_layer_num(config_layer_num),
        .config_neuron_num(config_neuron_num),
        .myinputValid(x_valid),
        .out(x_out[8*dataWidth+:dataWidth]),
        .outvalid(o_valid[8])
        );
neuron #(.numWeight(numWeight),.layerNo(layerNum),.neuronNo(9),.dataWidth(dataWidth),.sigmoidSize(sigmoidSize),.weightIntWidth(weightIntWidth),.actType(actType),.weightFile("w_4_9.mif"),.biasFile("b_4_9.mif"))n_9(
        .clk(clk),
        .rst(rst),
        .myinput(x_in),
        .weightValid(weightValid),
        .biasValid(biasValid),
        .weightValue(weightValue),
        .biasValue(biasValue),
        .config_layer_num(config_layer_num),
        .config_neuron_num(config_neuron_num),
        .myinputValid(x_valid),
        .out(x_out[9*dataWidth+:dataWidth]),
        .outvalid(o_valid[9])
        );
endmodule
`timescale 1ns / 1ps
module Weight_Memory #(parameter numWeight = 3, neuronNo=5,layerNo=1,addressWidth=10,dataWidth=16,weightFile="w_1_15.mif") 
    ( 
    input clk,
    input wen,
    input ren,
    input [addressWidth-1:0] wadd,
    input [addressWidth-1:0] radd,
    input [dataWidth-1:0] win,
    output reg [dataWidth-1:0] wout);
    reg [dataWidth-1:0] mem [numWeight-1:0];
        initial
		begin
	        $readmemb(weightFile, mem);
	    end
    always @(posedge clk)
    begin
        if (ren)
        begin
            wout <= mem[radd];
        end
    end 
endmodule
`timescale 1ns / 1ps
module neuron #(parameter layerNo=0,neuronNo=0,numWeight=784,dataWidth=16,sigmoidSize=5,weightIntWidth=1,
                actType="relu",biasFile="",weightFile="")(
    input           clk,
    input           rst,
    input [dataWidth-1:0]    myinput,
    input           myinputValid,
    input           weightValid,
    input           biasValid,
    input [31:0]    weightValue,
    input [31:0]    biasValue,
    input [31:0]    config_layer_num,
    input [31:0]    config_neuron_num,
    output[dataWidth-1:0]    out,
    output reg      outvalid   
    );
    parameter addressWidth = $clog2(numWeight);
    parameter IntWidthExtend = addressWidth;
    reg         wen;
    wire        ren;
    reg [addressWidth-1:0] w_addr;
    reg [addressWidth:0]   r_addr; 
    reg [dataWidth-1:0]  w_in;
    wire signed [dataWidth-1:0] w_out;
    reg signed [2*dataWidth-1:0]  mul; 
    reg signed [2*dataWidth-1+IntWidthExtend:0]  sum;
    reg signed [2*dataWidth-1:0]  bias;
    reg [31:0]    biasReg[0:0];
    reg         weight_valid;
    reg         mult_valid;
    wire        mux_valid;
    reg         sigValid; 
    wire signed [2*dataWidth-1+IntWidthExtend:0] comboAdd;
    wire signed [2*dataWidth-1+IntWidthExtend:0] BiasAdd;
    reg  signed [dataWidth-1:0] myinputd;
    reg muxValid_d;
    reg muxValid_f;
    reg addr=0;
    always @(posedge clk)
    begin
        if(rst)
        begin
            w_addr <= {addressWidth{1'b1}};
            wen <=0;
        end
        else if(weightValid & (config_layer_num==layerNo) & (config_neuron_num==neuronNo))
        begin
            w_in <= weightValue;
            w_addr <= w_addr + 1;
            wen <= 1;
        end
        else
            wen <= 0;
    end
    assign mux_valid = mult_valid;
    assign comboAdd = mul + sum;
    assign BiasAdd = bias + sum;
    assign ren = myinputValid;
		initial
		begin
			$readmemb(biasFile,biasReg);
		end
		always @(posedge clk)
		begin
            bias <= {biasReg[addr][dataWidth-1:0],{dataWidth{1'b0}}};
        end
    always @(posedge clk)
    begin
        if(rst|outvalid)
            r_addr <= 0;
        else if(myinputValid)
            r_addr <= r_addr + 1;
    end
    always @(posedge clk)
    begin
        mul  <= myinputd * w_out;
    end
    always @(posedge clk)
    begin
        if(rst|outvalid)
            sum <= 0;
        else if((r_addr == numWeight) & muxValid_f) sum <= BiasAdd; 
        else if(mux_valid) sum <= comboAdd;
    end
    always @(posedge clk)
    begin
        myinputd <= myinput;
        weight_valid <= myinputValid;
        mult_valid <= weight_valid;
        sigValid <= ((r_addr == numWeight) & muxValid_f) ? 1'b1 : 1'b0;
        outvalid <= sigValid;
        muxValid_d <= mux_valid;
        muxValid_f <= !mux_valid & muxValid_d;
    end
    Weight_Memory #(.numWeight(numWeight),.neuronNo(neuronNo),.layerNo(layerNo),.addressWidth(addressWidth),
                    .dataWidth(dataWidth),.weightFile(weightFile)) 
    WM(
        .clk(clk),
        .wen(wen),
        .ren(ren),
        .wadd(w_addr),
        .radd(r_addr),
        .win(w_in),
        .wout(w_out)
    );
	generate
		if(actType == "sigmoid")
		begin:siginst
			Sig_ROM #(.inWidth(sigmoidSize),.dataWidth(dataWidth)) s1(
			.clk(clk),
			.x(sum[2*dataWidth-1-:sigmoidSize]),
			.out(out)
		);
		end
		else
		begin:ReLUinst
		  wire signed [2*dataWidth-1:0] sum_temp;
		  assign sum_temp = sum[2*dataWidth-1:0];
			ReLU #(.dataWidth(dataWidth),.weightIntWidth(weightIntWidth),.IntWidthExtend(IntWidthExtend)) s1 (
			.clk(clk),
			.x(sum),
			.out(out)
		);
		end
	endgenerate
endmodule
module ReLU  #(parameter dataWidth=16,weightIntWidth=4,IntWidthExtend=10) (
    input           clk,
    input   [2*dataWidth+IntWidthExtend-1:0]   x,
    output  reg [dataWidth-1:0]  out
);
always @(posedge clk)
begin
    if($signed(x) >= 0) begin
        if(|x[$left(x)-:weightIntWidth+IntWidthExtend+1])  
            out <= {1'b0,{(dataWidth-1){1'b1}}};  
        else
            out <= x[2*dataWidth-weightIntWidth-1-:dataWidth];  
    end
    else
        out <= 0;      
end
endmodule
```
`flow/run.sh`:
```
#!/bin/bash
# OpenROAD 26Q1-2900-gdf79404cd8, Yosys 0.63+post, stock flow scripts
make -C /OpenROAD-flow-scripts/flow DESIGN_CONFIG=/design/flow/config.mk WORK_HOME=/design/flow/orfs finish
```
==> impl_metrics.env <==
# source this file to load flow results
export IMPL_fp_util_pct=30.8
export IMPL_finalMaxSlewViolations=0
export IMPL_grt_max_degree=57
export IMPL_synth_area_um2=4440
export IMPL_antenna_found_initial=0
export IMPL_synthArstFlopShare_pct=0
export IMPL_die_area_um2=19900
export IMPL_rsz0062_at_grt="false"
export IMPL_path_class="flop to flop"
export IMPL_p_total_w=0.00553
export IMPL_cts_tree="done"
export IMPL_required_ns=1.52
export IMPL_core_area_um2=14400
export IMPL_cts_buffers=9
export IMPL_cts_reportedPaths_clkPinSlew_ns=0.05
export IMPL_vias=2631
export IMPL_ys_chip_area_um2=4440
export IMPL_die_w_um=141
export IMPL_globalplace_congestion=0.786
export IMPL_tns_ns=0
export IMPL_fin_util_pct=31.1
export IMPL_drtAntennaViolNets=0
export IMPL_yosysSeqAreaShare_pct=33.3
export IMPL_clock_sinks=74
export IMPL_finalCritPeriodShare_pct=92.8
export IMPL_path_max_fanout=4
export IMPL_path_buffers=1
export IMPL_vdd_ir_drop_max_mv=0.741
export IMPL_max_freq_mhz=829
export IMPL_cp_slowest_cell="dfxtp_1"
export IMPL_crit_arrival_ns=1.43
export IMPL_drtIter0Drc=122
export IMPL_wirelength_mm=7.39
export IMPL_top_area_cell="dfxtp_1"
export IMPL_power_density_nw_per_um2=1230
export IMPL_htree_levels=3
export IMPL_fin_skew_ns=0.00484
export IMPL_antennaDiodeCount=0
export IMPL_drt_pass1_iterations=4
export IMPL_die_h_um=141
export IMPL_grt_usage_pct=6.98
export IMPL_area_growth_pct=0.845
export IMPL_cp_start_kind="flop"
export IMPL_r2r_setup_slack_ns=0.09
export IMPL_power_leakage_nw=2.06
export IMPL_grt_pass1_vias=2822
export IMPL_max_stage_delay_ns=0.40
export IMPL_insertion_delay_ns=0.32
export IMPL_postSynthAreaPerCell_um2=9.49
export IMPL_grt_pass1_wl_mm=12.3
export IMPL_dp_cells=651
export IMPL_status="finished, final reports clean"
export IMPL_root_buffer="clkbuf_16"
export IMPL_min_from="n_2.sigValid"
export IMPL_drv_cap=0
export IMPL_yosysUniqueCellTypes=25
export IMPL_drc=0
export IMPL_wire_per_inst_um=11.0
export IMPL_dp_hpwl_mm=5.51
export IMPL_portBuffers=12
export IMPL_hp_class="flop to flop"
export IMPL_pin_count=319
export IMPL_clockBufferDepth=2
export IMPL_min_period_ns=1.21
export IMPL_warnings=181
export IMPL_worstReg2RegStart="n_3.r_addr[0]"
export IMPL_edf_count=0
export IMPL_row_count=44
export IMPL_yosysWarnings=0
export IMPL_fin_area_um2=4480
export IMPL_synthTopCellsByCount="buf_4 (179), dfxtp_1 (74), nor2_1 (27)"
export IMPL_hold_viol_final=0
export IMPL_ys_cells=468
export IMPL_drive_above_1_share_pct=11.3
export IMPL_postSynthCellCount=468
export IMPL_end_kind="flop"
export IMPL_cp_top_family="flip-flops"
export IMPL_yosys_most_used_dff="dfxtp_1"
export IMPL_setup_viol=0
export IMPL_crit_chain="inv_1 -> ha_1 -> a2111oi_2"
export IMPL_grt_overflow_total=0
export IMPL_crit_start="n_3.r_addr[0]"
export IMPL_area_leaders="dfxtp_1 (33%), buf_4 (30%), ha_1 (5.6%)"
export IMPL_routed_via_density=3.92
export IMPL_ys_seq_elements=74
export IMPL_placed_cell_area_um2=4110
export IMPL_fin_cells=671
export IMPL_yosysTopAreaCellShare_pct=33.3
export IMPL_most_common_cell="buf_4"
routing by layer:
layer | vias to the layer above | GRT usage (%) | wire length, um | share of wire [%]
li1 | 1286 | - | - | -
met1 | 1178 | 9.80 | 3790 | 51
met2 | 165 | 9.51 | 2610 | 35
met3 | 2 | 3.75 | 950 | 13
met4 | 0 | 0.924 | 42 | 0.57
met5 | - | 0 | 0 | 0
repair_timing:
item / CTS / global route
hold buffers: 0 / 0
endpoints found under the setup margin: 10 / 1
gates resized: 23 / 1
buffers inserted: 4 / 0
pin swaps: 0 / 0
cell usage in the layout, fill, tap and decap left out, types with 3 or more instances in the layout:
cell,netlist,routed
clkbuf_16,0,9
nor3_1,23,23
a2111oi_2,3,3
dfxtp_2,0,4
bufinv_16,0,3
dfxtp_4,0,5
or2_1,7,7
ha_1,20,20
nand3b_1,10,10
a211oi_1,10,10
a21oi_1,7,7
inv_1,10,10
conb_1,1,160
a21bo_1,3,3
xnor2_1,10,10
nand4b_1,8,8
dlygate4sd2_1,0,10
nor3b_1,20,20
clkinv_2,0,3
dfxtp_1,74,65
nand4_1,20,20
mux2_1,18,18
nor2_1,27,27
buf_4,179,15
a21bo_2,7,7
cell type report:
| type | instances | area [um2] |
|---|---|---|
| well taps | 184 | 230 |
| multi-input cells | 358 | 2120 |
| clock inverters | 6 | 105 |
| inverters | 10 | 37.5 |
| repair buffers | 29 | 250 |
| clock buffers | 10 | 229 |
| fillers | 1456 | 9940 |
| flip-flops and latches | 74 | 1510 |
per-stage QoR:
step	hold WS, ns	setup slack [ns]
floorplan	0.288	0.178
global placement	0.310	0.112
detailed placement	0.313	0.0963
CTS	0.325	0.0777
global route	0.330	0.0222
finish	0.322	0.0937
worst paths after layout:
kind	endpoint	cells after the start
worst max-delay path	n_3.r_addr[1]	3
worst min-delay path	n_2.outvalid	0
worst max register to register	n_3.r_addr[1]	3
worst min register to register	n_2.outvalid	0
kinds of logic (layout without fill, tap and decap cells):
logic type | Yosys count | count (layout) | synth area share, %
buffers and inverters | 195 | 55 | 32.3
AND/OR/NAND/NOR | 118 | 118 | 15.9
flip-flops | 74 | 74 | 33.3
AND-OR/OR-AND | 30 | 30 | 5.74
adder cells (fa/ha/maj) | 20 | 20 | 5.63
multiplexers | 20 | 20 | 5.07
XOR/XNOR | 10 | 10 | 1.97
other | 1 | 160 | 0.0844
power breakdown:
group | total (W) | internal [W] | switching (W)
logic | 0.000362 | 0.000157 | 0.000205
clock network | 0.00275 | 0.00186 | 0.000888
registers | 0.00242 | 0.00234 | 0.0000817
total | 0.00553 | 0.00436 | 0.00117
Power and IR drop assume default switching activity.
